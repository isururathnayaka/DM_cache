==> design/flow/design.v <==
package memory_sub_system_param;
    localparam byte WORD_SIZE           = 32;        
    localparam integer CACHE_SIZE       = 1024;      
    localparam byte CACHE_LINE_SIZE     = 16;        
    localparam integer NUM_CACHE_LINES  = CACHE_SIZE / CACHE_LINE_SIZE;
    localparam integer MEMORY_SIZE      = 64 * 1024;     
    localparam byte ADDR_LENGTH     = $clog2(MEMORY_SIZE);       
    localparam byte INDEX_LENGTH    = $clog2(NUM_CACHE_LINES);
    localparam byte TAG_LENGTH      = $clog2(MEMORY_SIZE / CACHE_SIZE);
    localparam byte OFFSET_LENGTH   = ADDR_LENGTH - INDEX_LENGTH - TAG_LENGTH;
endpackage
import memory_sub_system_param::*;
module valid_mem #(
    parameter byte INDEX_LEN        = INDEX_LENGTH,
    parameter byte TAG_LEN          = TAG_LENGTH,
    parameter integer NUM_CACHE_L   = NUM_CACHE_LINES
    )(
    input                       clk,   
    input                       resetn,  
    input                       write,
    input [INDEX_LEN-1:0]    index,
    output                      valid_out
    );
    logic [NUM_CACHE_L-1:0]     valid_memory;
    logic valid_out;
    always_ff @(posedge clk)
    begin
        if (!resetn) begin       
            valid_memory = 0;
        end
        else begin
            if (write) begin
                valid_memory[index] = 1'b1;
            end
            else begin
                valid_out = valid_memory[index];
            end
        end
    end
endmodule
==> design/flow/run.sh <==
#!/bin/bash
# OpenROAD 26Q1-2900-gdf79404cd8, Yosys 0.63+post, stock flow scripts
make -C /OpenROAD-flow-scripts/flow DESIGN_CONFIG=/design/flow/config.mk WORK_HOME=/design/flow/orfs finish
==> design/flow/config.mk <==
export PLATFORM = sky130hd
export DESIGN_NAME = valid_mem
export DESIGN_NICKNAME = valid_mem
export VERILOG_FILES = /design/flow/design.v
export SDC_FILE = /design/flow/constraint.sdc
export NUM_CORES = 4
export LEC_CHECK = 1
export CORE_UTILIZATION = 50
==> design/flow/constraint.sdc <==
current_design valid_mem

set clk_period 3.5
set clk_io_pct 0.2

create_clock -name clk0 -period $clk_period [get_ports {clk}]

set non_clock_inputs [all_inputs -no_clocks]
set_input_delay [expr $clk_period * $clk_io_pct] -clock clk0 $non_clock_inputs
set_output_delay [expr $clk_period * $clk_io_pct] -clock clk0 [all_outputs]
==> results_dict.tcl <==
# metrics dict for downstream scripts
set metrics [dict create \
    drv_slew 0 \
    ys_chip_area_um2 3059 \
    ys_types 38 \
    finalCriticalPeriod_ns 2.699 \
    cap_violations 0 \
    rows 28 \
    drt_iter0_drc 152 \
    hold_class "register to register" \
    power.switching_uw 385.9 \
    grt_pass1_wl_um 11200 \
    worst-endpoint-arrival_ns 2.93 \
    grt-ovfl-total 0 \
    p_int_uw 1205 \
    async_reset_ff_share_pct 0 \
    ys_cells 295 \
    ys_seq_share_pct 42.86 \
    crit_buf_inv 1 \
    combPwrFrac_pct 8.6 \
    grt_pass1_vias 2143 \
    fin_area_um2 3396 \
    initCoreUtil_pct 51.67 \
    seqPwrFrac_pct 47.2 \
    logic_area_um2 1604 \
    tightest_slew_ns 0.5458 \
    cp_slowest_cell "clkdlybuf4s50_1" \
    max_freq_mhz 370.5 \
    finalClockPeriodUsage_pct 77.11 \
    drt_pass1_iterations 4 \
    die_x_um 80.22 \
    edf_count 1 \
    tns_ns 0 \
    cts_tree "built" \
    power.density_nw_per_um2 468.6 \
    vias_per_cell 5.628 \
    synth_cells 295 \
    grt_usage_pct 24.52 \
    critPathMaxStageDelay_ns 0.58 \
    top_cell "nor2_1" \
    tool_warnings 28 \
    die.size.y_um 80.22 \
    dp.cells 366 \
    avgSynthCellArea_um2 10.37 \
    ff_type "dfxtp_1" \
    syn2layout_area_growth_pct 11.00 \
    cts_made_buffers 9 \
    ir_drop_mv 0.2395 \
    ff2ff_setup_slack_ns 1.83 \
    synthesis.area_um2 3059 \
    ys_top_cells_by_count "67 x nor2_1, 64 x dfxtp_1, 63 x o21a_1" \
    clock_power_share_pct 44.2 \
    seqCellArea_um2 1311 \
    ioPinCount 10 \
    final_cell_count_no_fill 382 \
    drive_above_1_share_pct 16.94 \
    ys_seq_elements 65 \
    clk_latency_ns 0.34 \
    cp-start-kind "input port" \
    critPathCaptureType "register" \
    setup_viol 0 \
    antenna_cells 0 \
    rsz0062_at_grt "false" \
    cp.required_ns 3.74 \
    critPathMaxFanout 8 \
    fp.coreArea_um2 5921 \
    cts_resized 0 \
    drc 0 \
    cts_setup_buffers 0 \
    status "completed" \
    place_congestion 0.8542 \
    top_cells_by_area "dfxtp_1 42%, o21a_1 15%, mux4_2 12%, nor2_1 8.2%, nand4_4 2.1%" \
    chipArea_um2 6435 \
    dp.final_hpwl_um 4475 \
    cts_hold_buf 0 \
    wirelength_um 6809 \
    wl_per_cell_um 17.82 \
    cp_cell_sequence "clkdlybuf4s50_1 > or3_1 > o31a_4 > o211ai_2 > nor2_1 > o21a_1" \
    max-slew-margin-rel_pct 63.50 \
    fillCellCount 533 \
    root_buffer "clkbuf_8" \
    hold_viol 0 \
    postPlaceCellArea_um2 3172 \
    top_cell_area_share_pct 41.88 \
    p_sw_share_pct 24.25 \
    cts_sinks 65 \
    port_buffers 9 \
    clk_pin_slew_ns 0.07 \
    vias 2150 \
    path_class "input port to register" \
    hold_slack_ns 0.4637 \
    cts_buffer_depth 2 \
    synth_warnings 1 \
    grt_max_degree 52 \
    total_leakage_power_uw 0.001188 \
    top_area_cell "dfxtp_1" \
    htree_levels 3 \
    postRouteAntennaNets 0 \
    worst_clock_skew_ns 0.005890 \
    antenna_found_initial 0 \
    path_delay_family "AND-OR/OR-AND gates" \
]
-- placed cells by master, fill, tap and decap left out, types with 3 or more instances in the layout --
master	synthesis	layout
clkbuf_8	1	11
a22oi_1	4	4
clkdlybuf4s50_1	0	8
nor2b_1	4	4
o21a_1	63	63
nand2_1	11	11
o211ai_2	3	3
inv_1	4	4
xnor2_1	3	3
nand4_4	3	3
ha_1	4	4
mux4_2	16	16
nand3_1	8	8
a31oi_1	3	3
nor2_1	67	67
buf_4	1	3
dfxtp_1	64	64
-- final cells by class --
cell class                      count  area share, %
Sequential cell                    65          38.61
Timing Repair Buffer               14          4.348
Multi-Input combinational cell    208          47.24
Clock inverter                      4          1.400
Clock buffer                       12          5.195
Inverter                            4         0.4422
Tap cell                           75          2.763
-- worst reg2reg max path: stages (launching register included) --
cell and delay [ns]:
dfxtp_1 0.31, mux4_2 0.47, a22oi_1 0.19, nand3_1 0.12, a211oi_1 0.26, nor2_1 0.07
-- flip-flops by register name, summed over array words and instances, names as in the netlist --
name	count
valid_memory	64
valid_out	1
-- stage by stage --
step	worst slack [ns]	utilization, %	power [µW]
6_report	0.8013	57.35	1591
2_1_floorplan	1.124	-	867.4
5_1_grt	0.6587	57.35	1645
3_5_place_dp	0.4097	53.57	904.4
3_3_place_gp	0.4172	53.57	905.0
4_1_cts	0.7768	57.35	1600
-- worst paths after layout --
path / from / end / cells past startpoint
max reg2reg: valid_memory[51] / valid_out / 5
min: valid_memory[13] / valid_memory[13] / 1
min reg2reg: valid_memory[13] / valid_memory[13] / 1
max: index[4] / valid_memory[63] / 6
-- logic make-up after synthesis --
family / count (synthesis) / synth area share [%]
adders and majority gates: 4 / 1.636
AOI/OAI and AO/OA: 81 / 21.10
DFF: 65 / 42.86
buffers and inverters: 22 / 4.703
muxes: 16 / 11.78
and+or+nand+nor: 102 / 16.48
xor gates and xnor gates: 5 / 1.432
-- routing by layer --
metal / track usage [%] / routed length (µm) / up-vias
met5: 0 / 0 / -
met3: 5.767 / 298 / 8
li1: - / - / 1063
met1: 39.15 / 3434 / 1045
met2: 36.32 / 2976 / 34
met4: 3.750 / 99 / 0
-- power groups by stage --
stage | Combinational (µW) | Sequential [µW] | Clock, µW
after CTS | 136 | 751 | 713
after global routing | 147 | 752 | 746
final | 136 | 751 | 704
Power is estimated from default activity; no workload was simulated.
