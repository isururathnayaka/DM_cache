`flow/config.mk`:
```
export PLATFORM = sky130hd
export DESIGN_NAME = tag_mem
export DESIGN_NICKNAME = tag_mem
export VERILOG_FILES = /design/flow/design.v
export SDC_FILE = /design/flow/constraint.sdc
export NUM_CORES = 4
export LEC_CHECK = 1
export CORE_UTILIZATION = 50
```
`flow/constraint.sdc`:
```
current_design tag_mem

set clk_period 8.2
set clk_io_pct 0.2

create_clock -name clk0 -period $clk_period [get_ports {clk}]

set non_clock_inputs [all_inputs -no_clocks]
set_input_delay [expr $clk_period * $clk_io_pct] -clock clk0 $non_clock_inputs
set_output_delay [expr $clk_period * $clk_io_pct] -clock clk0 [all_outputs]
```
`flow/design.v`:
```
package memory_sub_system_param;
    localparam byte WORD_SIZE           = 32;        
    localparam integer CACHE_SIZE       = 1024;      
    localparam byte CACHE_LINE_SIZE     = 16;        
    localparam integer NUM_CACHE_LINES  = CACHE_SIZE / CACHE_LINE_SIZE;
    localparam integer MEMORY_SIZE      = 64 * 1024;     
    localparam byte ADDR_LENGTH     = $clog2(MEMORY_SIZE);       
    localparam byte INDEX_LENGTH    = $clog2(NUM_CACHE_LINES);
    localparam byte TAG_LENGTH      = $clog2(MEMORY_SIZE / CACHE_SIZE);
    localparam byte OFFSET_LENGTH   = ADDR_LENGTH - INDEX_LENGTH - TAG_LENGTH;
endpackage
import memory_sub_system_param::*;
module tag_mem #(
    parameter byte INDEX_LEN        = INDEX_LENGTH,
    parameter byte TAG_LEN          = TAG_LENGTH,
    parameter integer NUM_CACHE_L   = NUM_CACHE_LINES
    )(
    input                       clk,   
    input                       resetn,  
    input                       write,
    input [INDEX_LEN-1:0]       index,
    input [TAG_LEN-1:0]         tag_in,
    output [TAG_LEN-1:0]        tag_out
    );
    logic [NUM_CACHE_L-1:0][TAG_LEN-1:0] tag_memory;
    logic [TAG_LEN-1:0] tag_out;
    always_ff @(posedge clk)
    begin
        if (!resetn) begin       
            tag_memory = 0;
        end
        else begin
            if (write) begin
                tag_memory[index] = tag_in;
            end
            else begin
                tag_out = tag_memory[index];
            end
        end
    end
endmodule
```
`flow/run.sh`:
```
#!/bin/bash
# OpenROAD 26Q1-2900-gdf79404cd8, Yosys 0.63+post, stock flow scripts
make -C /OpenROAD-flow-scripts/flow DESIGN_CONFIG=/design/flow/config.mk WORK_HOME=/design/flow/orfs finish
```
==> flow_summary.yaml <==
# physical design summary
global_route:
  grtUsageTotal_pct: 51.4
  grt_first_pass_wirelength_mm: 130
  vias_in_the_first_global_route: 17700
  global_route.overflow_total: 0
  maximum_number_of_pins_on_one_net_before_global_route_repair: 133
  grt_antenna_before_repair: 8
routing:
  drc: 0
  detail_route.wirelength_mm: 92.3
  detailedRoute.firstPassIterationCount: 5
  detailed_route_via_count: 18700
  drt_iter0_markers: 2359
  post_drt_via_cell_ratio: 7.32
  routedWlPerCell_um: 36.1
  detail-route-antenna-nets: 0
synthesis:
  mappedNetlistArea_um2: 18800
  yosys_reported_design_area_after_synthesis_um2: 18800
  yosys_warn_count: 1
  yosys-stat-cells: 2074
  ys_ff: 390
  synth-edff-count: 6
  dominantRegCellSynth: "dfxtp_1"
  ys_types: 68
  synth_cells: 2074
  ys_async_sr_fraction_pct: 0
  syn_area_per_cell_um2: 9.07
  yosysSeqAreaShare_pct: 41.8
setup_path:
  r2r-end: "tag_out[5]$_DFFE_PP_"
  worstSetupStartpointType: "input port"
  reg2reg_from: "tag_memory[293]$_SDFFE_PN0P_"
  timing.reg2reg.worst_path_depth: 3
  reg2reg_setup_slack_ns: 5.90
  timing.critical_path.fanout_max: 33
  critical_path_required_ns: 8.61
  setup.worst_path.end_class: "register"
  critical_path_arrival_ns: 6.64
  timing.setup.critical_path_class: "input port to register"
cts:
  htreeDepth: 2
  ctsHoldBuffers: 0
  cts_buffers: 44
  clk_latency_ns: 0.58
  clk_pin_slew_ns: 0.06
  sinks_on_clock_net: 390
  ctsRootBufferMaster: "clkbuf_16"
  tritoncts: "built"
  cts_resized: 0
  setup_buffers_after_cts: 0
  cts-root-to-sink-buffers: 3
cells_and_area:
  layout_top_cell_excl_fill_tap: "nand2_1"
  mostFrequentLayoutCells: "nand2_1 (425), dfxtp_1 (384), nor2_1 (206)"
  syn_to_final_growth_pct: 11.4
  final_core_util_pct: 57.0
  post_layout_nonfiller_instances: 2553
  fin_area_um2: 21000
  post_route_cells_drive_above_1_share_pct: 14.1
final_timing:
  setup_total_negative_slack_ns: 0
  fmax_mhz: 161
  hold_viol: 0
  max_slew.worst_pin.slew_ns: 1.13
  max_slew_margin_pct: 24.9
  largest_clock_skew_in_the_final_design_ns: 0.0182
  period_used_pct: 75.9
  rsz_0062_raised_after_global_routing: "no"
  finalCriticalPeriod_ns: 6.23
  timing.final.max_slew_violations: 0
  finalSetupViolCount: 0
power_and_ir_drop:
  vdd_drop_max_v: 0.000182
  leakage_power_summed_over_all_cells_nw: 6.79
  total_power_mw: 4.75
  powerDensity_nw_per_um2: 227
floorplanning:
  overall_die_height_um: 196
  floorplanUtilization_pct: 51.1
  die_area_um2: 38400
  core_footprint_um2: 36800
  horizontal_die_size_um: 196
  ios: 21
  floorplan.rows: 70
worst_hold_path:
  min_path_type: "register to register"
  hold_path_depth: 2
  worstHoldStart: "tag_memory[114]$_SDFFE_PN0P_"
  worstHoldEndpoint: "tag_memory[114]$_SDFFE_PN0P_"
run:
  cap_violations: 0
  warnings: 34
placed_design:
  dp.final_hpwl_mm: 64.9
  place.detailed.instances: 2475
  post_dp_cell_area_um2: 19500
  io_buffers: 20
  gpl.final_weighted_congestion: 1.09
outcome:
  status: "complete, no violations"
[flip-flops by register name, summed over array words and instances (netlist names)]
signal,count
tag_memory,384
tag_out,6
[through the flow]
step | hold WS, ns | setup WS (ns)
global placement | 0.435 | 1.66
detailed placement | 0.440 | 1.64
CTS | 0.451 | 2.20
finish | 0.452 | 1.97
floorplan | 0.421 | 2.12
global route | 0.466 | 1.79
[power breakdown]
group / internal, mW / switching [mW]
clock network: 1.16 / 0.814
registers: 1.92 / 0.0123
logic: 0.173 / 0.675
total: 3.25 / 1.50
[worst max path at each step]
stage	start	end	slack, ns
4_1_cts	index[1]	tag_memory[347]$_SDFFE_PN0P_	2.20
5_1_grt	index[0]	tag_memory[34]$_SDFFE_PN0P_	1.79
6_report	index[1]	tag_memory[347]$_SDFFE_PN0P_	1.97
[Yosys cell counts, types with 22 or more instances]
cell type	count	area share, %
o21ai_0	102	2.7
nor2_1	207	4.1
a32o_1	46	2.4
mux4_2	126	15
a21oi_1	39	1.0
nor3_1	38	1.0
clkbuf_1	98	2.0
buf_1	22	0.44
dfxtp_1	384	41
o22ai_1	198	6.6
a32oi_1	23	1.1
nand3_1	68	1.8
o211ai_1	58	2.3
buf_2	39	1.0
nand2_1	425	8.5
[critical path, cell delays in order]
cell	delay (ns)
buf_4	0.42
ha_1	0.29
inv_1	0.06
fa_1	0.60
nor3b_1	0.41
and2_0	0.39
nand3_1	0.12
nor2_1	0.13
ha_1	0.37
inv_1	0.22
nand2_1	0.16
nor3_4	0.53
nand2_1	0.53
buf_4	0.39
o211ai_1	0.21
o21ai_0	0.14
[routing by layer]
metal / part of all wire [%] / GRT usage, %
met4: 7.1 / 28.9
met2: 40 / 66.8
met3: 18 / 31.8
met5: 0.19 / 1.66
met1: 35 / 66.9
[cell type report]
cell class,instances,area (um2)
diodes,5,12.5
clock buffers,66,1320
clock inverters,7,91.3
fillers,3165,15800
inverters,19,71.3
multi-input cells,1504,10200
flip-flops and latches,390,7870
well taps,468,586
repair buffers,94,767
[kinds of logic after synthesis]
group	synth area share, %
adders and majority gates	0.705
muxes	15.6
AOI/OAI and AO/OA	19.6
and+or+nand+nor	18.0
DFF	41.8
buffers and inverters	3.89
xor gates and xnor gates	0.459
