--- flow/run.sh ---
#!/bin/bash
# OpenROAD 26Q1-2900-gdf79404cd8, Yosys 0.63+post, stock flow scripts
make -C /OpenROAD-flow-scripts/flow DESIGN_CONFIG=/design/flow/config.mk WORK_HOME=/design/flow/orfs finish
--- flow/config.mk ---
export PLATFORM = sky130hd
export DESIGN_NAME = cache
export DESIGN_NICKNAME = cache
export VERILOG_FILES = /design/flow/design.v
export SDC_FILE = /design/flow/constraint.sdc
export NUM_CORES = 4
export LEC_CHECK = 1
export CORE_UTILIZATION = 30
--- flow/constraint.sdc ---
current_design cache

set clk_period 5.7
set clk_io_pct 0.2

create_clock -name clk0 -period $clk_period [get_ports {clk}]

set non_clock_inputs [all_inputs -no_clocks]
set_input_delay [expr $clk_period * $clk_io_pct] -clock clk0 $non_clock_inputs
set_output_delay [expr $clk_period * $clk_io_pct] -clock clk0 [all_outputs]
--- flow/design.v ---
package memory_sub_system_param;
    localparam byte WORD_SIZE           = 32;        
    localparam integer CACHE_SIZE       = 1024;      
    localparam byte CACHE_LINE_SIZE     = 16;        
    localparam integer NUM_CACHE_LINES  = CACHE_SIZE / CACHE_LINE_SIZE;
    localparam integer MEMORY_SIZE      = 64 * 1024;     
    localparam byte ADDR_LENGTH     = $clog2(MEMORY_SIZE);       
    localparam byte INDEX_LENGTH    = $clog2(NUM_CACHE_LINES);
    localparam byte TAG_LENGTH      = $clog2(MEMORY_SIZE / CACHE_SIZE);
    localparam byte OFFSET_LENGTH   = ADDR_LENGTH - INDEX_LENGTH - TAG_LENGTH;
endpackage
import memory_sub_system_param::*;
module cache #(
    parameter byte INDEX_LEN        = INDEX_LENGTH,
    parameter byte OFFSET_LEN       = OFFSET_LENGTH,
    parameter byte WORD_S           = WORD_SIZE,
    parameter integer NUM_CACHE_L   = NUM_CACHE_LINES,
    parameter integer CACHE_L_SIZE  = CACHE_LINE_SIZE
    )(
    input                       clk,   
    input                       resetn,  
    input                       select,
    input                       write,
    input [INDEX_LEN-1:0]       index,
    input [OFFSET_LEN-1:0]      offset,
    input [WORD_S-1:0]          mem_write,
    input [CACHE_L_SIZE-1:0]    mem_read,
    output [CACHE_L_SIZE-1:0]   dout
    );
    var int word_offset = offset;       
    logic [NUM_CACHE_L-1:0][CACHE_L_SIZE-1:0] cache_memory;
    logic [CACHE_L_SIZE-1:0] dout;
    always_ff @(posedge clk)
    begin
        if (!resetn) begin       
            cache_memory = 0;
        end
        else begin
            if (write) begin
                if (select) begin
                    cache_memory     = mem_read;      
                end
                else begin
                    cache_memory     = mem_write;     
                end
            end
            else begin
                dout = cache_memory[index];
            end
        end
    end
endmodule
==> reports/notes.md <==
The run finished with clean final reports. Most frequent standard cell in the layout excluding fill and tap cells: sky130_fd_sc_hd__clkdlybuf4s50_1. The tools report the via count of the first global-routing pass as 1290. Counting pins that exceed their max-slew limit in the final report gives 0.

For reference, XOR and XNOR gates occupy 0% of the area reported after synthesis. The layout cell share with drive strength beyond 1 works out to 9.91%. The synthesized netlist has a Yosys-reported chip area of 1990 sq um. The share of synthesized area in the top cell type comes to 32.2%.

The post-synthesis mux area share works out to 16.1%. The longest clock path from root to sink contains 2 buffers. The average cell area after synthesis is 12.2 sq um.

STA classifies the critical path startpoint as an input pin. In this run the clock root is driven by a sky130_fd_sc_hd__clkbuf_8. At the worst endpoint, the arrival time is 2.76 ns.

Summed over all cells, the static leakage comes to 1.09 nW. The number of clock buffers inserted by TritonCTS was 5. Per STA, the startpoint of the critical path is resetn. The final critical path takes up 44.2% of the cycle. The time the final worst path needs with I/O delays and setup came out at 2.52 ns.

With the required time of the critical path at 5.94 ns, the timing-limited maximum frequency is 0.397 GHz. For the number of setup violations in the final report, the log shows 0. The slowest cell on the critical path is sky130_fd_sc_hd__clkdlybuf4s50_1. The run gives 6970 sq um for the die footprint. TritonCTS built the clock tree.

The total routed wirelength is 3.91 mm, and the maximum ir drop on the vdd rail is 0.000122 V. The mapped cell area is 1990 sq um. Input and output buffers added on the ports amount to 73. The run gives 0 for the diode insertion count for antenna repair.

With the die height at 83.5 um, the maximum fanout encountered on the critical timing path is 18. Sequential elements use 56.3% of the synthesized area. Warnings raised by the tools during the run amount to 29. The number of gates resized after CTS was 0. After legalization and detailed placement, the total HPWL measured 2.93 mm. Global routing used 11.7% of the available tracks across all layers. Detailed placement reports a standard cell area of 2760 sq um. The kind of cell with the highest combined delay along the critical path is buffers and inverters. Measured against its own limit, the worst slew margin works out to 51.6%. The length of the first detailed-routing pass in iterations came out at 4. RePlAce ended its routability-driven mode at a weighted congestion of 0.759. Placement row count: 29. Cells fill 44.9% of the core in the end. The tools report the number of cells in Yosys stat as 163. Following the worst setup path forward leads to its endpoint at cache_memory[22]$_SDFFE_PN0P_. For the worst-skew pair, the clock arrives at the later sink with an insertion delay of 0.30 ns. 78 I/O pins were placed. Between the synthesized netlist and the finished layout, the area growth was recorded as 43.8%.

The type recorded for the worst min-delay path is flop to flop. Ranking logic cells in the layout by count gives the top entries sky130_fd_sc_hd__clkdlybuf4s50_1, sky130_fd_sc_hd__mux2i_1, sky130_fd_sc_hd__dfxtp_1. According to the floorplan report, the placeable core area is 6390 sq um.

Count of yosys warnings during synthesis: 1. In the post-synthesis netlist, the biggest area contributors are sky130_fd_sc_hd__dfxtp_1, sky130_fd_sc_hd__edfxtp_1, sky130_fd_sc_hd__mux2i_1, sky130_fd_sc_hd__a22o_1, sky130_fd_sc_hd__nor3_2. The tools report the distinct cell type count of the synthesized netlist as 17. Before placement the cells fill 31.2% of the core.

In this run, the synthesized area fraction spent on and/or/nand/nor cells is recorded as 7.85%. Max-cap violations in this run came to 0. Synthesis produced 163 cells.

The pin count of the biggest net entering global routing came out at 35. The critical path crosses 3 cells after its start point. The script parses the final routing iteration and logs DRC violations as 0.

The report puts the hold buffer count at CTS at 0. The via density per instance is 4.61, and the area fraction in full adders, half adders and majority gates is 0%. The clock net in this run drives a total of 48 sinks. The setup slack on the worst flop-to-flop path came out at 4.84 ns. Setup repair after global routing left no endpoint under its margin. The tools report the terminus of the critical flop-to-flop path as dout[11]$_DFFE_PP_. On the worst setup and hold paths after CTS, the clock-pin slew comes to 0.08 ns. The detail route stage leaves a number of antenna-violating nets equal to 0. Per the repair_timing log after CTS, setup buffers inserted total 0.

Once synthesis finished, the tally of register bits stood at 48. From left edge to right edge, the die measures 83.5 um. Traced cell by cell, the critical path runs through clkdlybuf4s50_1, and3b_1, a22o_1. The first-pass GRT wire length is 6.38 mm.

Per the detail_route report, the via count comes to 1423. Global routing finished with a remaining overflow of 0. Fill cells in the final layout number 591. The synthesized-area fraction occupied by ao, oa, aoi and oai cells was 15.1%. The total power density per cell area was 245 nW/um^2; the maximum level of the CTS H-tree was 2. The worst-case clock skew is 0.00608 ns.

The startpoint of the most critical register-to-register path is cache_memory[27]$_SDFFE_PN0P_. At the pin with the least slew margin, the transition time is 0.723 ns. sky130_fd_sc_hd__dfxtp_1 takes more of the synthesized area than any other cell. The final layout reports a setup TNS of 0 ns.

Final hold analysis gives a worst-case slack of 0.485 ns. Post-detailed-route wirelength per cell: 12.6 um. The type of the worst setup path is input pin to flop. The worst setup path is captured at a flop. The buffering stage count on the worst path with inverters included is 1, and the number of DRC markers after the initial detailed-route iteration is 109. The number of antenna violations at the first check in global routing was 0. The highest cell delay on the worst timing path is 0.77 ns. Of the combinational cells, the family taking the most area is multiplexers.

Per the final timing report, the hold violations number 0. The number of cells on the worst reg-to-reg path is 2. The layout stage reports a final design area of 2870 sq um.
[synth_stat cells, drive strengths merged]
cell and instances:
dfxtp 32, mux2i 32, a21oi 16, a22o 16
edfxtp 16, nor3 16, o21ai 16, buf 11
clkbuf 5, and3b 1, nor2b 1, or4 1
[worst min path at each step]
| stage | start | endpoint | slack, ns | cells after the start |
|---|---|---|---|---|
| after global routing | cache_memory[19]$_SDFFE_PN0P_ | cache_memory[19]$_SDFFE_PN0P_ | 0.50 | 1 |
| final | cache_memory[31]$_SDFFE_PN0P_ | cache_memory[31]$_SDFFE_PN0P_ | 0.48 | 1 |
| after CTS | cache_memory[31]$_SDFFE_PN0P_ | cache_memory[31]$_SDFFE_PN0P_ | 0.49 | 1 |
[per-layer routing]
| layer | vias to the layer above | track usage (%) | wire length (um) |
|---|---|---|---|
| met3 | 7 | 2.71 | 211 |
| met2 | 41 | 16.7 | 1710 |
| li1 | 744 | - | - |
| met4 | 0 | 1.54 | 63 |
| met5 | - | 0 | 0 |
| met1 | 631 | 19.7 | 1920 |
[worst reg2reg max path, cell delays in order (launching register included)]
cell	delay, ns
sky130_fd_sc_hd__dfxtp_1	0.32
sky130_fd_sc_hd__mux2i_1	0.23
sky130_fd_sc_hd__nor3_2	0.05
[where the power goes]
group	internal (mW)	leakage, nW	switching [mW]
Sequential	0.368	0.430	0.00742
Combinational	0.0573	0.602	0.0347
Clock	0.130	0.0552	0.105
[kinds of logic (layout without fill, tap and decap cells)]
family,Yosys count,in the layout
mux,32,32
buf+inv,16,85
flops,48,48
simple gates,19,19
compound gates,48,48
[stage by stage]
step	cells	total power [mW]	setup slack [ns]
after floorplan	163	0.422	3.49
after global placement	301	0.476	2.84
after detailed placement	301	0.476	2.84
after CTS	309	0.712	3.16
after global routing	309	0.734	3.06
final	309	0.702	3.18
[state kept, by name, summed over array words and instances, names as in the netlist]
register and flops:
cache_memory 32, dout 16
[final cells by class]
type	count	area (sq um)	share of cell area, %
flip-flops and latches	48	1120	39.1
multi-input cells	99	779	27.2
repair buffers	77	761	26.6
well taps	77	96.3	3.36
clock buffers	6	72.6	2.53
clock inverters	2	35.0	1.22
Power is estimated from default activity; no workload was simulated.
